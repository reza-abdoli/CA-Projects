File: design.v
module RegFile (clk, readreg1, readreg2, writereg, writedata, RegWrite, readdata1, readdata2, max);
  input [4:0] readreg1, readreg2, writereg;
  input [31:0] writedata;
  input clk, RegWrite;
  output [31:0] readdata1, readdata2;
  reg [31:0] regfile [31:0];
  output [31:0] max;
  initial regfile[0]=0;
  always @(posedge clk)
  begin
    regfile[0]=0;
    if (RegWrite) 
      regfile[writereg] <= writedata;
  end
  assign readdata1 = regfile[readreg1];
  assign readdata2 = regfile[readreg2];
  assign max = regfile[18];  
endmodule
File: run.sh
#!/bin/bash
# OpenROAD 26Q1-2900-gdf79404cd8, Yosys 0.63+post, stock flow scripts
make -C /OpenROAD-flow-scripts/flow DESIGN_CONFIG=/design/flow/config.mk WORK_HOME=/design/flow/orfs finish
File: config.mk
export PLATFORM = sky130hd
export DESIGN_NAME = RegFile
export DESIGN_NICKNAME = RegFile
export VERILOG_FILES = /design/flow/design.v
export SDC_FILE = /design/flow/constraint.sdc
export NUM_CORES = 4
export LEC_CHECK = 1
export CORE_UTILIZATION = 30
File: constraint.sdc
current_design RegFile

set clk_period 6.0
set clk_io_pct 0.2

create_clock -name clk0 -period $clk_period [get_ports {clk}]

set non_clock_inputs [all_inputs -no_clocks]
set_input_delay [expr $clk_period * $clk_io_pct] -clock clk0 $non_clock_inputs
set_output_delay [expr $clk_period * $clk_io_pct] -clock clk0 [all_outputs]
==> out/qor.tcl <==
set qor(layout_worst_path_cycle_share_pct) 92.5
set qor(cts_made_buffers) 102
set qor(max-cap-violations) 0
set qor(filler_cell_count) 15206
set qor(critical_path.max_fanout) 17
set qor(timing.hold.ws_ps) 1310
set qor(first_global_vias) 32289
set qor(initialDrtViolationCount) 2104
set qor(routed-via-count) 31339
set qor(ys_chip_area_um2) 48700
set qor(core_um2) 161000
set qor(asyncSetResetFlopFracSynth_pct) 0
set qor(netlist_instances) 3421
set qor(ys_seq_share_pct) 62.5
set qor(port-buffer-count) 144
set qor(totalNegativeSetupSlack_ps) 0
set qor(drt-total-wl_um) 159000
set qor(grt_start_max_net_pins) 61
set qor(chip_area_um2) 164000
set qor(total_power_per_unit_cell_area_nw_per_um2) 281
set qor(dominantRegCellSynth) {edfxtp_1}
set qor(cts_tree) {done}
set qor(top_cell_area_share_pct) 61.2
set qor(hold_buf_cts) 0
set qor(worst_ep_arrival_time_ps) 4350
set qor(cts.repair_timing.setup_buffer_count) 0
set qor(gp_congestion) 0.897
set qor(warning_count) 26
set qor(via_per_inst) 5.34
set qor(yosys.area.top_type) {edfxtp_1}
set qor(postSynthAreaPerCell_um2) 14.2
set qor(vdd_drop_max_mv) 0.212
set qor(largest-register) {regfile}
set qor(timing.setup.critical_path_class) {in2out}
set qor(hold_violations) 0
set qor(post_cts_resized) 0
set qor(layout-drive-gt1-share_pct) 11.4
set qor(largest_registers) {regfile x1024}
set qor(std_cell_rows) 147
set qor(post_synth_most_frequent_cells) {1024 x mux2i_1, 992 x edfxtp_1, 195 x nand2_1}
set qor(synth-edff-count) 992
set qor(grt-ovfl-total) 0
set qor(worstSetupEndpointType) {output port}
set qor(slew_headroom_pct) 35.2
set qor(boundaryPins) 145
set qor(total_power_mw) 16.0
set qor(number_of_antenna_violating_nets_in_the_routed_design) 0
set qor(final-instance-count-excl-fill) 5873
set qor(path_clk_slew_ps) 60
set qor(crit_required_ps) 4800
set qor(grt_pass1_wl_um) 227000
set qor(floorplan.initialDensity_pct) 30.3
set qor(hold_ep) {regfile[16][18]$_DFFE_PP_}
set qor(ys.warnings.count) 1
set qor(final_max_slew_viol_count) 0
set qor(netlist.top_cell.by_instances) {mux2i_1}
set qor(netlist_area_um2) 48700
set qor(number_of_flip_flops_in_the_largest_register) 1024
set qor(worst_hold_path_type) {in2reg}
set qor(status) {complete, no violations}
set qor(tightestPinTransition_ps) 970
set qor(post-route-drc-count) 0
set qor(cts.sink_count) 1024
set qor(slowest_stage) {nor2b_4}
set qor(yosys-stat-cells) 3421
set qor(setup.worst_path.start_class) {primary input}
set qor(grt_antenna_before_repair) 14
set qor(setup_viol_count_final) 0
set qor(synth_cell_types) 27
set qor(cts_htree_levels) 3
set qor(clock_path_buffers) 3
set qor(areaGrowthSynthToFinish_pct) 17.3
set qor(path_cells) {clkdlybuf4s50_1, nor2b_4, buf_4, a22o_1, nor3_1, a31oi_1, nand3_1, clkdlybuf4s50_1}
set qor(globalRouteTotalUtil_pct) 20.3
set qor(p_leak_nw) 20.9
set qor(detail_routed_net_length_per_standard_cell_um) 27.1
set qor(grt_setup_unrepaired) {false}
set qor(cts_root_buf) {clkbuf_16}
set qor(min_path_cells) 2
set qor(die_height_um) 405
set qor(ys_ff) 1024
set qor(crit_path_frequent_cell) {clkdlybuf4s50_1}
set qor(dr.pass1.iters) 8
set qor(fmax_mhz) 180
set qor(post_synth_main_area_contributors) {edfxtp_1 61%, mux2i_1 21%, a22oi_1 3.0%}
set qor(max_stage_delay_ps) 850
set qor(numPlacedInstances) 5681
set qor(worst_hold_startpoint) {writedata[18]}
set qor(die_w_um) 405
set qor(layout_min_cycle_time_ps) 5550
set qor(dp_hpwl_um) 97800
[per-stage QoR]
step	utilization [%]	setup slack [ps]	instance area [µm²]
after detailed placement	33.4	489	53700
after global placement	33.4	501	53700
after CTS	35.5	498	57100
final	35.5	451	57100
after floorplan	-	2480	48700
after global routing	35.5	403	57100
[placed cells by master (no fill, tap or decap), types with 21 or more instances in the layout]
cell type / Yosys / final
edfxtp_1: 992 / 992
buf_12: 0 / 41
nor2_4: 0 / 34
buf_4: 57 / 171
nand3_1: 194 / 194
mux2i_1: 1024 / 1024
a22o_1: 128 / 128
and2_1: 34 / 32
clkbuf_16: 0 / 105
clkbuf_8: 0 / 21
nor3_1: 64 / 64
nand2_1: 195 / 193
a21oi_1: 192 / 192
a31oi_1: 64 / 64
a22oi_1: 192 / 192
dfxtp_1: 32 / 32
clkbuf_1: 78 / 22
clkdlybuf4s50_1: 0 / 142
[logic make-up after synthesis]
logic type	synth area share (%)
AOI/OAI and AO/OA	8.06
and+or+nand+nor	5.14
buffers and inverters	3.19
muxes	21.1
DFF	62.5
[worst max-delay path: cells and delay by family]
family / cells / cell delay, ps
buf+inv: 3 / 1440
simple gates: 3 / 1230
compound gates: 2 / 460
[area by class of cell]
| cell class | count | area, µm² | area share, % |
|---|---|---|---|
| Antenna cell | 1 | 2.50 | 0.00438 |
| Clock buffer | 148 | 3000 | 5.25 |
| Clock inverter | 43 | 415 | 0.728 |
| Multi-Input combinational cell | 2141 | 17000 | 29.7 |
| Sequential cell | 1024 | 30400 | 53.3 |
| Tap cell | 2160 | 2700 | 4.73 |
| Timing Repair Buffer | 356 | 3560 | 6.23 |
[how the worst max path moves through the flow]
stage	slack, ps	start	to
4_1_cts	500	readreg1[2]	readdata1[22]
5_1_grt	400	readreg1[2]	readdata1[9]
6_report	450	readreg1[2]	readdata1[5]
[power breakdown]
| part | switching (mW) | internal (mW) | total (mW) |
|---|---|---|---|
| Sequential | 0.0360 | 7.92 | 7.96 |
| Combinational | 0.942 | 0.607 | 1.55 |
| Clock | 2.77 | 3.76 | 6.53 |
| Total | 3.74 | 12.3 | 16.0 |
[metal layers]
layer | vias up | global-route usage, % | wire, µm
li1 | 13863 | - | -
met1 | 15554 | 24.9 | 58100
met2 | 1610 | 30.5 | 73500
met3 | 286 | 12.3 | 22200
met4 | 26 | 5.46 | 5060
met5 | - | 0.833 | 262
