--- design/flow/config.mk ---
export PLATFORM = sky130hd
export DESIGN_NAME = alu
export DESIGN_NICKNAME = alu
export VERILOG_FILES = /design/flow/design.v
export SDC_FILE = /design/flow/constraint.sdc
export NUM_CORES = 4
export LEC_CHECK = 1
export CORE_UTILIZATION = 30
--- design/flow/constraint.sdc ---
current_design alu

set clk_period 18.0
set clk_io_pct 0.2

create_clock -name clk0 -period $clk_period

set non_clock_inputs [all_inputs -no_clocks]
set_input_delay [expr $clk_period * $clk_io_pct] -clock clk0 $non_clock_inputs
set_output_delay [expr $clk_period * $clk_io_pct] -clock clk0 [all_outputs]
--- design/flow/design.v ---
module alu(sel,in1,in2,zero,slt_check,out);
input [2:0] sel;
input [31:0] in1,in2;
output reg zero,slt_check;
output reg [31:0] out;
 reg sign_check;
always @ (*) begin  
	case(sel) 
		3'b000: out = in1 + in2;  
		3'b001: out = in1 - in2;  
		3'b010: out = in1 & in2;  
		3'b011: out = in1 | in2;  
		3'b100: out = sign_check ? 32'b11111111111111111111111111111111 : 32'b00000000000000000000000000000000;  
		3'b101: out = in1 ^ in2;  
		default: out = 32'bx;
	endcase
end
assign zero = out == 32'b00000000000000000000000000000000 ? 1 : 0;
assign slt_check = sign_check;
always @ (*) begin
	case({in1[31],in2[31]})
		2'b00: if (in1 < in2) sign_check = 1; else sign_check = 0;
		2'b01: sign_check = 0;
		2'b10: sign_check = 1;
		2'b11: if((~in1+1) > (~in2+1)) sign_check = 1; else sign_check = 0;
	endcase
end
endmodule
--- design/flow/run.sh ---
#!/bin/bash
# OpenROAD 26Q1-2900-gdf79404cd8, Yosys 0.63+post, stock flow scripts
make -C /OpenROAD-flow-scripts/flow DESIGN_CONFIG=/design/flow/config.mk WORK_HOME=/design/flow/orfs finish
==> results.sh <==
# flow metrics
export IMPL_status="finished, final reports clean"
export IMPL_ys_cells=1120
export IMPL_grt_ovfl_total=0
export IMPL_top_cells_by_area="ha_1 (22%), xnor2_1 (9.7%), a21oi_1 (6.1%)"
export IMPL_first_pass_iters=5
export IMPL_most_common_cell="ha_1"
export IMPL_antenna_found_initial=0
export IMPL_routed_wl_um=30600
export IMPL_hold_depth=7
export IMPL_grt_usage_pct=24.7
export IMPL_cpMostUsedCell="nor4_1"
export IMPL_port_buffers=101
export IMPL_synth_cells=1120
export IMPL_post_drt_wl_per_cell_um=20.4
export IMPL_vias=8583
export IMPL_arrival_ps=10530
export IMPL_final_max_slew_viol_count=0
export IMPL_grt_max_degree=66
export IMPL_seqCellArea_sq_um=0
export IMPL_yosysChipArea_sq_um=7340
export IMPL_num_rows=56
export IMPL_cp_required_ps=14400
export IMPL_seq_power_share_pct=0
export IMPL_max_slew_margin_rel_pct=38.5
export IMPL_die_w_um=158
export IMPL_common_cells="ha_1 (129), nor2_1 (110), nand2_1 (99)"
export IMPL_wl_met2_um=13300
export IMPL_nFlopsAndLatches=0
export IMPL_p_int_mw=0.119
export IMPL_remaining_drc_errors=0
export IMPL_hold_viol_final=0
export IMPL_setup_slack_ps=3870
export IMPL_p_switching_mw=0.166
export IMPL_core_area_sq_um=23800
export IMPL_clock_buffers=0
export IMPL_cts_hold_buffers=0
export IMPL_finalPower_mw=0.285
export IMPL_fin_setup_tns_ps=0
export IMPL_synth_area_sq_um=7340
export IMPL_yosys_area_top_type="ha_1"
export IMPL_crit_cells=22
export IMPL_cp_end_kind="output port"
export IMPL_p_clk_share_pct=0
export IMPL_path_buffers=2
export IMPL_cts_resized=0
export IMPL_fin_crit_ps=14130
export IMPL_finalCritPeriodShare_pct=78.5
export IMPL_rsz0062_at_grt="false"
export IMPL_synth_top_area_share_pct=22.0
export IMPL_start_kind="primary input"
export IMPL_cp_max_fo=22
export IMPL_wl_met3_um=2460
export IMPL_die_h_um=158
export IMPL_fmax_mhz=70.8
export IMPL_die_area_sq_um=25100
export IMPL_swShare_pct=58.4
export IMPL_synth_area_per_cell_sq_um=6.56
export IMPL_area_growth_pct=17.5
export IMPL_io_pins=101
export IMPL_grt_pass1_vias=7991
export IMPL_gp_congestion=1.01
export IMPL_hp_class="primary input to output port"
export IMPL_yosys_warnings=3
export IMPL_criticalPathCategory="primary input to output port"
export IMPL_postCtsSetupRepairBufs=0
export IMPL_floorplan_core_util_pct=30.9
export IMPL_ys_seq_share_pct=0
export IMPL_fin_util_pct=36.3
export IMPL_ir_worst_vdd_uv=13.3
export IMPL_ant_nets=0
export IMPL_warnings=96
export IMPL_ys_types=80
export IMPL_comb_power_share_pct=100.0
export IMPL_cp_cell_sequence="clkdlybuf4s50_1 > nor4_1 > and3_1 > nand2_1 > nor3_1 > nand3_1 > nand3b_1 > nor4_1 > xnor2_1 > ha_1 > nand4_1 > nor4_1 > nand2_1 > o31a_1 > o21bai_1 > o22ai_2 > nand2_1 > o2111ai_1 > nor4_1 > nand4b_1 > nor3_2 > clkdlybuf4s50_1"
export IMPL_p_leak_nw=3.49
export IMPL_setup_viol=0
export IMPL_pre_cts_slack_ps=3950
export IMPL_antenna_cells=0
export IMPL_p_per_area_nw_per_um2=33.0
export IMPL_slowest_delay_ps=670
export IMPL_viasPerCell=5.72
export IMPL_maxCapViolCount=0
export IMPL_drt_initial_drc_count=829
export IMPL_worst_slew_pin_slew_ps=922
export IMPL_grt_first_pass_wirelength_um=46700
export IMPL_dpl_hpwl_um=25700
export IMPL_drive_above_1_share_pct=2.88
export IMPL_top_layer_used="met4"
export IMPL_wl_met1_um=13800
export IMPL_slowest_stage="nor4_1"
export IMPL_crit_family="simple AND/OR/NAND/NOR gates"
placed cells by master (no fill, tap or decap), drive strengths merged, types with 12 or more instances in the layout:
master / synthesis / routed
o21ai: 68 / 68
nand3: 24 / 24
nand2: 99 / 99
nor4: 19 / 19
nor2b: 18 / 18
nand2b: 16 / 16
o211ai: 14 / 14
nor2: 110 / 110
inv: 102 / 102
o21a: 13 / 13
a21oi: 89 / 89
clkdlybuf4s50: 0 / 100
a31oi: 12 / 12
ha: 129 / 129
xnor2: 81 / 81
nand4: 22 / 22
nor3: 46 / 46
buf: 13 / 13
a211oi: 19 / 19
final timing paths:
check | slack [ps] | from | end
worst max-delay path | 3870 | in1[5] | zero
worst min-delay path | 8500 | sel[0] | out[0]
layer usage:
metal	global-route usage, %	vias up
li1	-	4202
met1	35.5	3982
met3	3.21	37
met5	0	-
met2	38.3	362
met4	7.01	0
worst min-delay path, cell delays in order:
cell             delay [ps]
buf_2                   100
buf_4                   320
o21ai_0                 260
nand2_1                  60
o221ai_1                 80
nand2_1                  70
clkdlybuf4s50_1         400
kinds of logic after synthesis:
logic type	share of synthesized area (%)
AND-OR/OR-AND	31.7
XOR/XNOR	10.0
adder cells (fa/ha/maj)	22.5
buffers and inverters	8.28
multiplexers	0.971
AND/OR/NAND/NOR	26.5
power groups by stage:
| stage | Clock, mW | Combinational [mW] | Sequential (mW) |
|---|---|---|---|
| 4_1_cts | 0 | 0.280 | 0 |
| 5_1_grt | 0 | 0.310 | 0 |
| 6_report | 0 | 0.285 | 0 |
final cells by class:
| class | count | area (sq um) |
|---|---|---|
| Multi-Input combinational cell | 963 | 6740 |
| Tap cell | 319 | 399 |
| Fill cell | 2580 | 15100 |
| Timing Repair Buffer | 113 | 1100 |
| Inverter | 105 | 397 |
per-stage QoR:
step,hold slack (ps),std cells,area [sq um]
2_1_floorplan,7540,1120,7340
4_1_cts,8480,1500,8630
3_3_place_gp,8470,1500,8630
6_report,8500,1500,8630
3_5_place_dp,8480,1500,8630
5_1_grt,8540,1500,8630
Power is estimated from default activity; no workload was simulated.
