--- design/flow/config.mk ---
export PLATFORM = sky130hd
export DESIGN_NAME = twoInOutRegID
export DESIGN_NICKNAME = twoInOutRegID
export VERILOG_FILES = /design/flow/design.v
export SDC_FILE = /design/flow/constraint.sdc
export NUM_CORES = 4
export LEC_CHECK = 1
export CORE_UTILIZATION = 50
--- design/flow/constraint.sdc ---
current_design twoInOutRegID

set clk_period 1.0
set clk_io_pct 0.2

create_clock -name clk0 -period $clk_period [get_ports {clk}]

set non_clock_inputs [all_inputs -no_clocks]
set_input_delay [expr $clk_period * $clk_io_pct] -clock clk0 $non_clock_inputs
set_output_delay [expr $clk_period * $clk_io_pct] -clock clk0 [all_outputs]
--- design/flow/design.v ---
module twoInOutRegID(clk,en,in1,in2,out1,out2);
input clk,en;
input [31:0] in1,in2;
output reg [31:0] out1,out2;
always @ (posedge clk) begin
	if (en) begin
		out1 = in1;
		out2 = in2;
	end
end
endmodule
--- design/flow/run.sh ---
#!/bin/bash
# OpenROAD 26Q1-2900-gdf79404cd8, Yosys 0.63+post, stock flow scripts
make -C /OpenROAD-flow-scripts/flow DESIGN_CONFIG=/design/flow/config.mk WORK_HOME=/design/flow/orfs finish
==> impl_metrics.env <==
# yosys + openroad results
export IMPL_lastStage="detailed placement"
export IMPL_fp_utilization=0.525
export IMPL_ys_seq_frac=1.00
export IMPL_ys_cells=64
export IMPL_synth_flop_count=64
export IMPL_die_y_um=64.0
export IMPL_rows=22
export IMPL_die_x_um=64.0
export IMPL_netlist_area_mm2=0.00192
export IMPL_numPortBuffers=129
export IMPL_status="aborted with a tool error"
export IMPL_yosys_area_mm2=0.00192
export IMPL_avgSynthCellArea_um2=30.0
export IMPL_first_error="[ERROR DPL-0036] Detailed placement failed."
export IMPL_syn_inst=64
export IMPL_ys_warn_count=1
export IMPL_boundaryPins=130
export IMPL_gp_congestion=0.807
export IMPL_synth_cell_types=1
[stage by stage]
step	worst slack [ns]	instances	hold WS, ns
after floorplan	0.501	64	0.299
after global placement	0.0202	243	0.702
[synth_stat cells]
master	instances	area, um2
edfxtp_1	64	1920
[cell families after synthesis]
kind of cell  share of synthesized area
flops                              1.00
